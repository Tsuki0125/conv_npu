--- flow/run.sh ---
#!/bin/bash
# OpenROAD 26Q1-2900-gdf79404cd8, Yosys 0.63+post, stock flow scripts
make -C /OpenROAD-flow-scripts/flow DESIGN_CONFIG=/design/flow/config.mk WORK_HOME=/design/flow/orfs finish
--- flow/config.mk ---
export PLATFORM = sky130hd
export DESIGN_NAME = bram_bank_mux
export DESIGN_NICKNAME = bram_bank_mux
export VERILOG_FILES = /design/flow/design.v
export SDC_FILE = /design/flow/constraint.sdc
export NUM_CORES = 4
export LEC_CHECK = 1
export CORE_AREA = 10 10 191 191
export DIE_AREA = 0 0 201 201
export SYNTH_HDL_FRONTEND = slang
--- flow/constraint.sdc ---
current_design bram_bank_mux

set clk_period 1.0
set clk_io_pct 0.2

create_clock -name clk0 -period $clk_period

set non_clock_inputs [all_inputs -no_clocks]
set_input_delay [expr $clk_period * $clk_io_pct] -clock clk0 $non_clock_inputs
set_output_delay [expr $clk_period * $clk_io_pct] -clock clk0 [all_outputs]
--- flow/design.v ---
module bram_bank_mux #(
    parameter ADDR_WIDTH = 32,
    parameter DATA_WIDTH = 32,
    parameter BANK_NUM = 4,
    parameter BANK_ADDR_WIDTH = ADDR_WIDTH - $clog2(BANK_NUM)
)(
    input  logic [ADDR_WIDTH-1:0] addr,
    input  logic [DATA_WIDTH-1:0] wdata,
    input  logic                  we,
    input  logic                  en,
    output logic [DATA_WIDTH-1:0] rdata,
    output logic [BANK_ADDR_WIDTH-1:0] bram_addr [BANK_NUM-1:0],
    output logic [DATA_WIDTH-1:0] bram_wdata [BANK_NUM-1:0],
    output logic [BANK_NUM-1:0] bram_we,
    output logic [BANK_NUM-1:0] bram_en,
    input  logic [DATA_WIDTH-1:0] bram_rdata [BANK_NUM-1:0]
);
    logic [$clog2(BANK_NUM)-1:0] bank_sel;
    assign bank_sel = addr[ADDR_WIDTH-1:ADDR_WIDTH-$clog2(BANK_NUM)];
    always_comb begin
        for (int i = 0; i < BANK_NUM; i++) begin
            bram_addr[i]  = addr;
            bram_wdata[i] = wdata;
            bram_we[i]    = (bank_sel == i) ? we : 1'b0;
            bram_en[i]    = (bank_sel == i) ? en : 1'b0;
        end
        rdata = bram_rdata[bank_sel];
    end
endmodule
==> results.txt <==
The synthesis and place-and-route flow finished, so here is a summary.

The run finished, with violations left. The final reports fail on setup timing. The power report attributes to the clock group a share of 0. The number of distinct library cells after synthesis is 8. The cts-stage hold buffer count came out at 0. The synth_stat.txt file lists the number of cells as 296. The core area came out at 0.0325 mm^2.

The total of warnings raised by yosys is 0. The number of rows created at floorplan came out at 66. The worst pin sits at a relative slew slack of 0.898. The pin slew with the least headroom to its limit is 0.153 ns. The layout report lists the combined flip-flop and latch area as 0 um^2. The pin count of the biggest net entering global routing came out at 23. The layout has 0 clock buffers.

The mean cell area of the mapped netlist is 9.15 um^2. On the final layout, the worst hold slack is 0.400 ns. Along the worst path, the maximum fanout reaches 6. Summed over all instances, the cell type with the most area after synthesis is sky130_fd_sc_hd__buf_4. The number of DRC markers after the initial detailed-route iteration came out at 34. Per the detail_route report, routed wire per instance is 15.9 um. The sequential cell fraction of total power is 0. The time the worst path needs with I/O delays and setup came out at 1.37 ns. The stage delay of the slowest cell on the critical path is 0.48 ns. The static leakage came out at 1.28 nW. The global-route total usage across every layer is 0.0485. The pre-antenna-repair detailed-routing pass consisted of 4 iterations. The most common logic cell in the final layout is sky130_fd_sc_hd__dlygate4sd2_1.

The y dimension of the die is 201 um. The number of violations of the max-capacitance limit is 0. The total congestion overflow is 0.

The routed wire length came out at 10,700 um. The worst path buffer plus inverter count is 4. The slowest stage cell on the critical path is sky130_fd_sc_hd__mux4_2. The effective utilization at floorplan came out at 0.0835. Grouping stages by cell kind, the critical path spends the most delay in buffers and inverters. Per the timing report, the achievable frequency comes out to 728 MHz. The share of layout cells above drive strength 1 came out at 0.422.

The count of mapped cells out of synthesis is 296. The arrival time of data at the worst endpoint is listed as 1.17 ns. The worst setup path is launched from an input pin. The portion of the post-synthesis area used by sequential elements came out at 0.

The count of sequential standard cells is 0. At the end of routability-driven placement, the weighted congestion stood at 0.806. The post-synth design cell area came out at 0.00271 mm^2. The DRC violation count after routing came out at 0. The minimum setup slack in the final design came out at -0.374 ns. Hold-check failures listed in the final report amount to 0. The setup slack at placement is -0.866 ns. The area growth from synthesis to layout is 13.4%.

The area enclosed by the die boundary is 0.0404 mm^2. The data required time at the worst endpoint came out at 0.80 ns. The chip area from the yosys synthesis statistics is 0.00271 mm^2. The finished layout reports a core utilization of 0.0947. The number of global-route vias before repair is 1,839.

The number of vias in the routed layout came out at 1,586. The total power came out at 0.982 mW. The library cells used most frequently in the layout, excluding fill and tap cells, are sky130_fd_sc_hd__dlygate4sd2_1 (126), sky130_fd_sc_hd__buf_2 (37), sky130_fd_sc_hd__mux4_2 (32), sky130_fd_sc_hd__buf_12 (7), sky130_fd_sc_hd__buf_6 (6).

The cell internal power dissipation came out at 0.699 mW. Of the total power, the share spent switching nets is 0.288. The wire length of the first global-routing pass came out at 14,400 um. Setup violations remaining at the end of the flow were counted as 40. After detailed routing, the number of vias per cell comes to 2.35. The setup TNS came out at -10.58 ns. The number of max-slew violations in the final report is 0. The OpenROAD warning count is 34. The die width came out at 201 um. The port buffer count is 172. The detail route stage leaves a number of antenna-violating nets equal to 0.

Yosys attributes the largest share of cell area to sky130_fd_sc_hd__buf_4 (69%), sky130_fd_sc_hd__mux4_2 (27%), sky130_fd_sc_hd__buf_6 (1.7%). The post-route fraction of the period consumed by the critical path is 1.37. The power density relative to cell area came out at 320 mW/mm^2. Setup repair after global routing could not meet its margin everywhere. The share of total power dissipated in combinational logic is 1.000. The report lists the cells along the critical path as buf_16, buf_12, buf_6, mux4_2, buf_2. The initial antenna violation count came out at 5. The peak supply drop came out at 0.120 mV. Looking at the setup timing report, the critical path kind is input pin to primary output. The placed wire-length estimate came out at 8940 um. The min-delay analysis places its worst path in the category input pin to primary output. The fraction of post-synthesis cell area in the top cell type by area came out at 0.687. The I/O pin count is 482.

For this design the total switching power over the nets is 0.283 mW. The capturing element type of the critical path is a primary output.
power by group through the flow:
stage | Combinational [mW] | Clock [mW] | Sequential (mW)
final | 0.982 | 0.000000268 | 0
after global routing | 1.06 | 0.000000134 | 0
after CTS | 0.986 | 0 | 0
final cells by class:
type | instances | area [um^2]
repair buffers | 190 | 1710
diodes | 2 | 5.00
well taps | 442 | 553
fillers | 3783 | 29400
multi-input cells | 40 | 810
cell families after synthesis:
kind of cell	after synthesis	share of synthesized area
and+or+nand+nor	8	0.0231
buffers and inverters	256	0.711
muxes	32	0.266
synth_stat cells:
cell type and count:
sky130_fd_sc_hd__and3b_1 4, sky130_fd_sc_hd__buf_4 248, sky130_fd_sc_hd__mux4_2 32, sky130_fd_sc_hd__buf_6 4, sky130_fd_sc_hd__clkbuf_1 1, sky130_fd_sc_hd__nor3b_1 2, sky130_fd_sc_hd__buf_2 3, sky130_fd_sc_hd__and3_1 2
timing repair:
item | in CTS | in global routing
endpoints found under the setup margin | 40 | 40
pin swaps | 1 | 2
cloned | 4 | 1
buffers inserted | 6 | 5
gates resized | 274 | 15
per-stage QoR:
step,cells,cell area [um^2]
6_report,674,3070
5_1_grt,673,3070
4_1_cts,669,3020
3_5_place_dp,659,3110
3_3_place_gp,659,3110
2_1_floorplan,296,2720
metal layers:
| layer | global-route usage | vias up | wire length, um |
|---|---|---|---|
| met5 | 0 | - | 27 |
| met4 | 0.0287 | 4 | 719 |
| met3 | 0.0356 | 78 | 1900 |
| met2 | 0.0747 | 244 | 4730 |
| met1 | 0.0456 | 650 | 3350 |
| li1 | - | 610 | - |
final timing paths:
check,startpoint,end,slack (ns),cells after the start
max,addr[30],rdata[5],-0.37,5
min,addr[23],bram_addr[113],0.40,0
Power and IR drop assume default switching activity.
